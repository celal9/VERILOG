$ cat flow/design.v
`timescale 1ns / 1ps
module ab(input A, input B, input clk, output reg Q);
    initial Q = 0;
    initial begin 
      Q = 0;
    end
	always @(posedge clk)
  begin
	if( A == 1'b0 && B == 1'b0)begin
		Q =Q; 
		end
	else if( A == 1'b0 && B == 1'b1) begin
		Q =1'b1;
		end
	else if( A == 1'b1 && B == 1'b0)begin
		Q =1'b0;
		end
	else if( A == 1'b1 && B == 1'b1)begin
		Q =~Q;
		end
   end
endmodule
module ic1337( 
              input I0,
              input I1,
              input I2,
              input clk,
              output Q0,
              output Q1,
              output Z);
    ab uut (
      .A((~(I0|~I1))&(~I2)), 
      .B(I2), 
		.clk(clk),
		.Q(Q0)
	);
	ab uut1 (
      .A(~I2), 
      .B(~(~(~I1|I2)^I0)), 
		.clk(clk),
		.Q(Q1)
	);
	assign Z=Q0^Q1;
endmodule
$ cat flow/run.sh
#!/bin/bash
# OpenROAD 26Q1-2900-gdf79404cd8, Yosys 0.63+post, stock flow scripts
make -C /OpenROAD-flow-scripts/flow DESIGN_CONFIG=/design/flow/config.mk WORK_HOME=/design/flow/orfs finish
$ cat flow/config.mk
export PLATFORM = sky130hd
export DESIGN_NAME = ic1337
export DESIGN_NICKNAME = ic1337
export VERILOG_FILES = /design/flow/design.v
export SDC_FILE = /design/flow/constraint.sdc
export NUM_CORES = 4
export LEC_CHECK = 1
export CORE_AREA = 10 10 70 70
export DIE_AREA = 0 0 80 80
$ cat flow/constraint.sdc
current_design ic1337

set clk_period 1.7
set clk_io_pct 0.2

create_clock -name clk0 -period $clk_period [get_ports {clk}]

set non_clock_inputs [all_inputs -no_clocks]
set_input_delay [expr $clk_period * $clk_io_pct] -clock clk0 $non_clock_inputs
set_output_delay [expr $clk_period * $clk_io_pct] -clock clk0 [all_outputs]
==> flow_summary.yaml <==
# implementation run metrics
logic_synthesis:
  netlist_instances: 10
  ys_seq_frac: 0.500
  synth_flops: 2
  yosys_area_sq_um: 120
  synthesis.area_sq_um: 120
  yosys_cells: 10
  synth_cell_types: 9
  synth.avg_cell_area_sq_um: 12.0
  yosys_warnings: 1
placed_design:
  port_buffers: 6
  dp_slack_ns: 0.269
  gp_congestion: 0.615
  place_inst: 62
  placedInstanceArea_sq_um: 238
detailed_routing:
  ant_nets: 0
  drt-total-wl_um: 385
  dr.pass1.iters: 2
  vias: 120
  viasPerCell: 1.76
  diodes: 0
  routedLengthMet1_um: 150
  wl_per_cell_um: 5.66
  drtIter0Drc: 2
  wl_met3_um: 89
  top_layer: "met3"
  drcViolationCount: 0
  met2WireLength_um: 146
timing:
  clock_skew_ns: 0
  slew_viol_final: 0
  finalCriticalPeriod_ns: 1.61
  whs_ns: 0.717
  fin_ws_ns: 0.0850
  max-slew-margin-rel: 0.893
  worst_pin_slew_ns: 0.159
  tns_ns: 0
  hold_violations: 0
  fin_crit_sh: 0.950
  setup_viol: 0
  rsz0062_at_grt: "no"
  fmax_mhz: 619
layout:
  final_common_cell: "clkdlybuf4s50_1"
  drive_gt1_frac: 0.318
  area_growth_pct: 135
  instances_no_fill: 68
  fillers: 409
  finish.instance_area_sq_um: 283
  final_cell_mix: "clkdlybuf4s50_1, clkbuf_4, buf_4"
floorplanning:
  core-area_sq_mm: 0.00342
  chipHeight_um: 80
  rows: 21
  io_pins: 7
  fp_util: 0.0352
  die_area_sq_mm: 0.00640
  die_w_um: 80
job:
  max-cap-violations: 0
  warning_count: 25
grt:
  grt_pass1_vias: 116
  antenna_found_initial: 0
  grt_max_degree: 6
  gr-total-overflow: 0
  grt_pass1_wl_um: 545
  grt_usage: 0.0123
clocking:
  clockBufferDepth: 2
  cts_buffers: 3
  clk_pin_slew_ns: 0.03
  cts.htree.levels: 1
  cts_sinks: 2
  cts_tree: "yes"
  hold_buffers: 0
  cts-resized-gates: 0
  cts_root_buffer: "clkbuf_4"
  clk_latency_ns: 0.22
pwr:
  vdd_drop_max_uv: 68.2
  power_density_mw_per_mm2: 776
  power.leakage_nw: 0.0980
hold_path:
  worst_hold_path.num_cells: 2
  hold_path_class: "register to register"
worst_setup_path:
  critPathLaunchType: "register"
  end_kind: "primary output"
  arrival_ns: 1.27
  cp-startpoint: "uut.Q"
  worstSetupEndpoint: "Z"
  crit_type: "register to primary output"
  cp_max_fo: 3
  reg2regPathDepth: 3
  rrSetupSlack_ns: 0.69
  r2r_end: "uut1.Q"
  r2r-start: "uut1.Q"
  critPathRequiredTime_ns: 1.36
run_status:
  status: "finished clean"
cell usage after synthesis:
| cell type | number | area [sq um] |
|---|---|---|
| o21ba_1 | 1 | 10.0 |
| o21bai_1 | 1 | 7.51 |
| edfxtp_1 | 2 | 60.1 |
| a21oi_1 | 1 | 5.00 |
| nand2_1 | 1 | 3.75 |
| or2_1 | 1 | 6.26 |
| o22ai_2 | 1 | 12.5 |
| nor2b_1 | 1 | 6.26 |
| xor2_1 | 1 | 8.76 |
critical path, stage by stage (launching register included):
cell and delay (ns):
edfxtp_1 0.40, xor2_1 0.17, clkdlybuf4s50_1 0.48
logic make-up (layout without fill, tap and decap cells):
kind of cell	after synthesis	count (layout)	synth area share
flops	2	2	0.500
xor+xnor	1	1	0.0729
compound gates	4	4	0.292
buf+inv	0	12	0
simple gates	3	3	0.135
report_power, final:
| part | switching (W) | total [W] | internal (W) | leakage, nW |
|---|---|---|---|---|
| Clock | 0.0000269 | 0.000105 | 0.0000778 | 0.0138 |
| Sequential | 0.00000386 | 0.0000648 | 0.0000610 | 0.0196 |
| Combinational | 0.0000132 | 0.0000500 | 0.0000368 | 0.0646 |
state kept, by name, indices dropped and copies added (netlist names):
name / count
uut1.Q: 1
uut.Q: 1
area by class of cell:
| cell class | count | area [sq um] | share of cell area |
|---|---|---|---|
| Timing Repair Buffer | 9 | 82.6 | 0.292 |
| Sequential cell | 2 | 60.1 | 0.212 |
| Multi-Input combinational cell | 8 | 60.1 | 0.212 |
| Tap cell | 46 | 57.6 | 0.204 |
| Clock buffer | 3 | 22.5 | 0.0796 |
through the flow:
stage,power [W],util
final,0.000220,0.0828
after global routing,0.000235,0.0828
after CTS,0.000217,0.0762
after detailed placement,0.000106,0.0696
after global placement,0.000105,0.0696
after floorplan,0.0000767,-
worst min path at each step:
stage	startpoint	end	slack, ns
final	uut.Q	uut.Q	0.72
after global routing	uut1.Q	uut1.Q	0.74
after CTS	uut.Q	uut.Q	0.64
metal layers:
metal | vias to the layer above | GRT usage
met5 | - | 0
li1 | 61 | -
met2 | 5 | 0.0112
met3 | 0 | 0.0205
met4 | 0 | 0.00528
met1 | 54 | 0.0120
what timing repair did:
item / in CTS / in global routing
buffers inserted: 0 / 3
hold endpoints to repair: 0 / 0
endpoints found under the setup margin: 0 / 1
No activity file was given, so power comes from the tool's default toggle rates.
